==> design/flow/design.v <==
module dpram(
	input wire clk,
	input wire [40-1:0] d_a,
	input wire [40-1:0] d_b,
	input wire [4:0] addr_a,
	input wire [4:0] addr_b,
	input wire we_a,
	input wire we_b,
	output reg [40-1:0] q_a,
	output reg [40-1:0] q_b
	);	
reg [40-1:0] mem [20-1:0];
always @(posedge clk) 
begin
    q_a <= mem[addr_a];
    q_b <= mem[addr_b];
    if (we_a) 
    	begin
        q_a      <= d_a;
        mem[addr_a] <= d_a;
    	end
    if (we_b) 
    	begin
        q_b      <= d_b;
        mem[addr_b] <= d_b;
    end
end
endmodule	
module load_coeffs(
	input wire i_clk_sys,
	input wire i_rstn,
	input wire i_ssn,
	input wire i_sclk,
	input wire i_mosi,
	output wire o_miso,
	input wire [4:0] i_coeff_addr, 
	output wire [40-1:0] o_coeff_data,
	output reg o_coeffs_rdy
	);
reg s_tx_load;
reg [40-1:0]  s_tx_data;
wire [48-1:0]  s_rx_buf;
wire s_rx_data_rdy;
wire s_rx_cmd_rdy;
reg [2:0] s_command;
reg [4:0] s_dpram_addr_a;
reg [40-1:0] s_dpram_data_a;
wire [40-1:0] s_dpram_q_a;
reg s_dpram_we_a;
wire s_frame_active;
localparam [2:0]
	IDLE 		= 3'd0,
	CMD 			= 3'd1, 
	WT_WR_DATA	= 3'd2, 
	WR_DATA		= 3'd3, 
	RD_DATA		= 3'd4, 
	TX_DATA		= 3'd5, 
	WT_CS		= 3'd6;
reg [2:0] loader_state;
spi_slave inst_spi_slave(
	.i_clk(i_clk_sys),
	.i_rstn(i_rstn),
	.i_sclk(i_sclk),
	.i_ssn(i_ssn),
	.i_mosi(i_mosi),
	.i_tx_load(s_tx_load),
	.i_tx_data(s_tx_data),
	.o_miso(o_miso),
	.o_rx_cmd_rdy(s_rx_cmd_rdy),
	.o_rx_data_rdy(s_rx_data_rdy),
	.o_rx_buf(s_rx_buf),
	.o_frame_active(s_frame_active)
	);
dpram inst_dpram(
	.clk(i_clk_sys),
	.d_a(s_dpram_data_a),
	.addr_a(s_dpram_addr_a),
	.we_a(s_dpram_we_a),
	.q_a(s_dpram_q_a),
	.d_b(40'd0),  
	.addr_b(i_coeff_addr),
	.we_b(1'b0),  
	.q_b(o_coeff_data)
	);
always @(posedge i_clk_sys)
begin
if (i_rstn == 1'b0)
	begin
	loader_state <= IDLE;
	s_dpram_we_a <= 1'b0;
	o_coeffs_rdy <= 1'b0;
	s_command <= 3'b0;
	s_tx_load <= 1'b0;
	s_tx_data <= 40'd0;
	end
else begin
	case (loader_state)
	IDLE : 
		begin
		if (s_rx_cmd_rdy) 
			begin
			s_command <= s_rx_buf[40+7 : 40+5];
			s_dpram_addr_a <= s_rx_buf[40+4 : 40];
			loader_state <=  CMD;
			end
		else 
			begin
			s_command <= 3'd0;
			loader_state <= IDLE;
			end
		end
	CMD : 
		case (s_command) 
		3'd1 :
   			loader_state <= WT_WR_DATA;
		3'd2 :
			begin
			s_dpram_we_a <= 1'b0;
	  		loader_state <= RD_DATA;  
	  		end
		3'd3 :  
			begin
			o_coeffs_rdy <= 1'b1;
	  		loader_state <= WT_CS;
			end
		default :
   			loader_state <= IDLE;
	  	endcase
	WT_WR_DATA :  
		begin
		if (s_rx_data_rdy) 		
			begin
	  		s_dpram_data_a <= s_rx_buf[40-1:0];
	  		loader_state <= WR_DATA; 
	  		end
		else 
			loader_state <= WT_WR_DATA;
		end
	WR_DATA :
		begin
  		s_dpram_we_a <= 1'b1;  
  		loader_state <= WT_CS;
  		end
	RD_DATA :  
		loader_state <= TX_DATA;
	TX_DATA :  
		begin
		s_tx_data <= s_dpram_q_a;	  	
		s_tx_load <= 1'b1;	
		loader_state <= WT_CS; 
		end
	WT_CS :  
		begin
		s_dpram_we_a <= 1'b0;   
      	s_tx_load <= 1'b0;  
		o_coeffs_rdy <= 1'b0;  
		if (!s_frame_active)
			loader_state <= IDLE;
		else
			loader_state <= WT_CS;
		end
	default :
		loader_state <= IDLE;
	endcase
	end			  	    
end
endmodule
module spi_slave( 
	input wire i_clk,  
	input wire i_rstn,  
	input wire i_sclk,  
	input wire i_ssn,   
	input wire i_mosi,  
	input wire i_tx_load,  
	input wire [40-1:0] i_tx_data,  
	output reg o_miso,	 
	output wire o_rx_cmd_rdy,  
	output wire o_rx_data_rdy,  
	output wire [48-1:0] o_rx_buf,  
	output wire o_frame_active
	); 
integer s_bit_index;  
reg [48-1:0] s_rx_buf;   
reg [48-1:0] s_tx_buf;  
reg [2:0] s_sclk_sync;
reg [2:0] s_ssn_sync;
reg [1:0] s_mosi_sync;
wire s_sclk_rising;
wire s_sclk_falling;
wire s_start_frame;
wire s_mosi;
assign o_rx_cmd_rdy = (s_bit_index == 40-1);
assign o_rx_data_rdy = (s_bit_index == -1);
assign o_rx_buf = s_rx_buf;
assign s_sclk_rising = (s_sclk_sync[2:1] == 2'b01);
assign s_sclk_falling = (s_sclk_sync[2:1] == 2'b10);
assign s_start_frame = (s_ssn_sync[2:1] == 2'b10);
assign o_frame_active = (s_ssn_sync[1] == 1'b0);
assign s_mosi = s_mosi_sync[1];
always @(posedge i_clk)  
begin
	if (i_rstn == 1'b0)
		begin
		s_sclk_sync <= 3'b000;
		s_ssn_sync <= 3'b000;
		s_mosi_sync <= 2'b00;
		end
	else
		begin
		s_sclk_sync <= {s_sclk_sync[1:0], i_sclk};
		s_ssn_sync <= {s_ssn_sync[1:0], i_ssn};
		s_mosi_sync <= {s_mosi_sync[0], i_mosi};
		end
end
always @(posedge i_clk)  
begin
	if (i_rstn == 1'b0)
		begin
		s_bit_index <= 48-1;  
		end
	else
		begin
		if (s_start_frame)
			s_bit_index <= 48 - 1; 
		if (s_sclk_falling)   
			s_bit_index <= s_bit_index - 1;     
		end
end
always @(posedge i_clk)  
begin
	if (i_rstn == 1'b0)
		begin
		s_rx_buf <= 48'd0;
		end
	else
		begin
		if (s_sclk_rising && o_frame_active)
			s_rx_buf[s_bit_index] <= s_mosi;
		end
end
always @(posedge i_clk)  
begin
	if (i_rstn == 1'b0)
		begin
		o_miso <= 1'bz;
		end
	else
		begin
		if (!o_frame_active)
			o_miso <= 1'bz;
		else
		if (s_sclk_rising)
			o_miso <= s_tx_buf[s_bit_index];  
		end
end
always @(posedge i_clk)  
begin
	if (i_rstn == 1'b0)
		begin
		s_tx_buf <= 48'd0;
		end 
	else
		begin
		if (i_tx_load)
			s_tx_buf <= {8'b0, i_tx_data};
		end
end
endmodule
==> design/flow/run.sh <==
#!/bin/bash
# OpenROAD 26Q1-2900-gdf79404cd8, Yosys 0.63+post, stock flow scripts
make -C /OpenROAD-flow-scripts/flow DESIGN_CONFIG=/design/flow/config.mk WORK_HOME=/design/flow/orfs finish
==> design/flow/config.mk <==
export PLATFORM = sky130hd
export DESIGN_NAME = load_coeffs
export DESIGN_NICKNAME = load_coeffs
export VERILOG_FILES = /design/flow/design.v
export SDC_FILE = /design/flow/constraint.sdc
export NUM_CORES = 4
export LEC_CHECK = 1
export CORE_UTILIZATION = 40
==> design/flow/constraint.sdc <==
current_design load_coeffs

set clk_period 12.7
set clk_io_pct 0.2

create_clock -name clk0 -period $clk_period [get_ports {i_clk_sys}]

set non_clock_inputs [all_inputs -no_clocks]
set_input_delay [expr $clk_period * $clk_io_pct] -clock clk0 $non_clock_inputs
set_output_delay [expr $clk_period * $clk_io_pct] -clock clk0 [all_outputs]
==> flow_summary.yaml <==
# physical design summary
synthesis:
  ys_seq_frac: 0.6293
  syn-cell-area_um2: 47560
  async_flop_share: 0
  synthMuxAreaShare: 0.2674
  yosys_warnings: 5
  ys_sh_adder: 0.0007893
  netlist_logic_family_top: "multiplexers"
  ys.flop_type: "edfxtp_1"
  xor_area_frac: 0.004052
  ys_cells: 2555
  aoi_share: 0.02741
  ys_chip_area_um2: 47560
  edf_count: 846
  simple_gate_share: 0.05309
  syn_area_per_cell_um2: 18.61
  ys.flops: 1072
  netlist_instances: 2555
  synth.distinct_cells: 64
sta:
  worst_pin_slew_ps: 929.3
  hold_viol: 0
  fmax_mhz: 192.6
  grt_setup_unrepaired: "false"
  setup_viol: 0
  post-route-period-util: 0.4089
  slew_headroom: 0.3628
  clock_skew_ps: 40.84
  timing.final.ws_setup_ps: 7507
  setup_tns_ps: 0
  layout_min_cycle_time_ps: 5193
  slew_violations: 0
floorplan:
  core_area_um2: 117900
  row_count: 126
  die_h_um: 346.8
  io_pins: 52
  fp-utilization: 0.4033
  die_width_um: 346.8
  die_area_um2: 120300
critical_path:
  cp_num_buf_inv: 3
  required_ps: 13260
  r2r_start: "inst_spi_slave.s_bit_index[4]"
  rrSetupSlack_ps: 7960
  critPathMaxStageDelay_ps: 690
  crit_fanout: 71
  critPathKind: "input pin to flop"
  reg2regPathDepth: 10
  cp_top_family: "buffers and inverters"
  worst_path_max_delay_cell: "buf_4"
  endpoint: "inst_dpram.q_b[37]"
  worstSetupStartpointType: "input pin"
  worst_ep_arrival_time_ps: 5750
  r2r-end: "inst_spi_slave.s_rx_buf[22]"
  end_kind: "flop"
  path_depth: 6
  crit_start: "i_coeff_addr[1]"
  crit_chain: "clkbuf_8 > buf_4 > buf_4 > mux4_2 > mux4_2 > mux2_2"
global_route:
  grt_usage: 0.2298
  grt_overflow_total: 0
  grt_pass1_wl_mm: 185.0
  grt_pass1_vias: 27980
  antenna_found_initial: 1
  grt_max_degree: 107
power_and_ir_drop:
  switching_share: 0.1997
  ir_worst_vdd_uv: 122.0
  power_density_nw_per_um2: 133.3
  power.leakage_nw: 15.99
  p_clk_frac: 0.458
  seqPwrFrac: 0.522
  total_power_w: 0.007160
  p_sw_w: 0.001430
  combPwrFrac: 0.020
  intPower_w: 0.005730
flow_run:
  maxCapViolCount: 0
  warning_count: 30
clocking:
  h-tree-depth: 3
  post_cts_resized: 0
  hold_buffers: 0
  cts_setup_buffers: 0
  path_clk_slew_ps: 60
  cts-buffers-inserted: 111
  cts_tree: "done"
  root_buffer: "clkbuf_16"
  numClockSinks: 1072
  cts_max_path_buffers: 3
  clk-insertion-delay-late_ps: 710
routing:
  post_drt_wl_per_cell_um: 29.50
  ant_nets: 0
  num_vias: 25479
  drtIter0Drc: 1707
  diodes: 0
  finalWirelength_mm: 124.8
  viasPerCell: 6.023
  first_pass_iters: 5
  drc: 0
placed_design:
  numPortBuffers: 51
  dp_hpwl_mm: 70.81
  post-place-ws_ps: 6715
  gp_congestion: 0.8535
run_status:
  status: "complete, no violations"
min_path:
  hp-class: "flop to flop"
final_layout:
  drive_above_1_share: 0.3203
  syn_to_final_growth_pct: 12.93
-- state kept, by name, summed over array words and instances, names as in the netlist, named ones only --
register,flops
inst_dpram.mem,800
s_tx_data,40
s_command,3
s_dpram_data_a,40
inst_spi_slave.s_mosi_sync,2
s_tx_load,1
o_coeffs_rdy,1
inst_spi_slave.s_tx_buf,40
s_dpram_we_a,1
s_dpram_addr_a,5
inst_spi_slave.o_miso,1
inst_dpram.q_b,40
inst_spi_slave.s_bit_index,32
inst_spi_slave.s_sclk_sync,3
inst_spi_slave.s_ssn_sync,3
loader_state,7
inst_spi_slave.s_rx_buf,48
-- routing by layer --
layer,track usage,vias to the layer above,share of wire
li1,-,10801,-
met1,0.2798,12891,0.33
met2,0.3405,1580,0.48
met3,0.1690,201,0.17
met4,0.04632,6,0.025
met5,0.01080,-,0.00098
-- power groups by stage --
stage	Clock, W	Sequential [W]	Combinational (W)
finish	0.00328	0.00374	0.000140
global route	0.00348	0.00374	0.000150
CTS	0.00335	0.00374	0.000142
-- Yosys cell counts, types with 5 or more instances --
cell | instances | area, um^2
a21oi_1 | 12 | 60.06
buf_1 | 42 | 157.7
mux2i_1 | 116 | 1161
o211a_1 | 43 | 430.4
nor4_1 | 17 | 106.4
mux4_2 | 492 | 11080
and3_1 | 6 | 37.54
buf_6 | 7 | 78.83
a22oi_1 | 9 | 67.56
xnor2_1 | 10 | 87.58
nand2_1 | 126 | 473.0
o21ai_0 | 20 | 100.1
clkbuf_1 | 155 | 581.8
o311ai_0 | 20 | 175.2
a21boi_0 | 9 | 67.56
nor2b_1 | 56 | 350.3
nand3_1 | 23 | 115.1
o211ai_1 | 7 | 52.55
nor3_1 | 12 | 60.06
nand3b_1 | 5 | 37.54
dfxtp_1 | 226 | 4524
edfxtp_1 | 846 | 25400
nand4_1 | 16 | 100.1
xor2_1 | 12 | 105.1
o41ai_1 | 17 | 148.9
or4_1 | 14 | 105.1
nor4_2 | 18 | 225.2
nor4b_2 | 12 | 180.2
or3_1 | 17 | 106.4
and2_1 | 23 | 143.9
nor2_1 | 61 | 229.0
mux2_2 | 42 | 473.0
inv_1 | 6 | 22.52
-- worst reg2reg max path, delay by kind of cell (launching register included) --
kind | cells | cell delay (ps)
XOR/XNOR | 1 | 180
AND-OR/OR-AND | 1 | 470
multiplexers | 1 | 230
AND/OR/NAND/NOR | 5 | 2910
flip-flops | 1 | 290
buffers and inverters | 2 | 570
-- cell usage in the layout, fill, tap and decap left out, drive strengths merged, types with 5 or more instances in the layout --
cell / count
xor2: 12
nand2: 126
mux2: 42
or4: 16
and3: 6
mux2i: 116
xnor2: 10
a22oi: 9
nor4b: 14
nand4: 17
nor4: 35
clkdlybuf4s50: 45
nand3: 23
dfxtp: 226
o311ai: 20
nor2: 61
o41ai: 17
nor3: 12
nand3b: 5
clkbuf: 156
bufinv: 10
and2: 23
o211ai: 7
or3: 18
buf: 91
inv: 12
nor2b: 56
o21ai: 20
mux4: 492
edfxtp: 846
clkinv: 36
a21oi: 12
a21boi: 9
o211a: 43
-- metrics by stage --
stage | hold WS (ps) | cell area [um^2] | utilization | cells
after floorplan | 397.8 | 47560 | - | 2555
after global placement | 409.3 | 50010 | 0.4241 | 4021
after detailed placement | 413.0 | 50010 | 0.4241 | 4021
after CTS | 427.8 | 53710 | 0.4554 | 4230
after global routing | 434.0 | 53710 | 0.4554 | 4230
final | 430.5 | 53710 | 0.4554 | 4230
-- worst min-delay path by stage --
stage	cells after the start	from	to	slack [ps]
after global routing	0	inst_spi_slave.s_rx_buf[18]	s_dpram_data_a[18]	430
final	0	inst_spi_slave.s_rx_buf[18]	s_dpram_data_a[18]	430
after CTS	0	inst_spi_slave.s_rx_buf[18]	s_dpram_data_a[18]	430
-- kinds of logic (layout without fill, tap and decap cells) --
family,after synthesis,after routing
xor+xnor,22,22
compound gates,159,159
simple gates,436,436
fa+ha+maj,3,3
flops,1072,1072
buf+inv,213,352
mux,650,650
-- cell type report --
cell class / instances / area [um^2]
Inverter: 6 / 22.52
Fill cell: 9665 / 64220
Clock buffer: 155 / 3148
Clock inverter: 54 / 545.5
Timing Repair Buffer: 137 / 1179
Multi-Input combinational cell: 1270 / 16940
Sequential cell: 1072 / 29950
Tap cell: 1536 / 1922
No activity file was given, so power comes from the tool's default toggle rates.
